`design/flow/config.mk`:
```
export PLATFORM = sky130hd
export DESIGN_NAME = input_mux
export DESIGN_NICKNAME = input_mux
export VERILOG_FILES = /design/flow/design.v
export SDC_FILE = /design/flow/constraint.sdc
export NUM_CORES = 4
export LEC_CHECK = 1
export CORE_AREA = 10 10 70 70
export DIE_AREA = 0 0 80 80
```
`design/flow/constraint.sdc`:
```
current_design input_mux

set clk_period 1.8
set clk_io_pct 0.2

create_clock -name clk0 -period $clk_period [get_ports {clk}]

set non_clock_inputs [all_inputs -no_clocks]
set_input_delay [expr $clk_period * $clk_io_pct] -clock clk0 $non_clock_inputs
set_output_delay [expr $clk_period * $clk_io_pct] -clock clk0 [all_outputs]
```
`design/flow/design.v`:
```
module input_mux (
	input logic 	   clk, 
	input logic 	   reset,
	input logic  [3:0] s1,			 
	input logic  [3:0] s2,			 
	output logic 	   select, 	
	output logic 	   notselect,
	output logic [3:0] s
	);
	logic [17:0] counter;			
	assign notselect = ~select;
	always_ff @ (posedge clk) begin
		if (reset == 0) begin
			select <= 1;
			s <= s1;
		end
		else begin
			if (select)
				s <= s2;
			else 
				s <= s1;
				select <= ~select;
		end
	end
endmodule				
```
`design/flow/run.sh`:
```
#!/bin/bash
# OpenROAD 26Q1-2900-gdf79404cd8, Yosys 0.63+post, stock flow scripts
make -C /OpenROAD-flow-scripts/flow DESIGN_CONFIG=/design/flow/config.mk WORK_HOME=/design/flow/orfs finish
```
==> highlights.md <==
## Yosys
• 15.5 um^2 — post-synthesis area per instance
• 170 um^2 — area figure in the yosys stat output
• 0 — ao+oa area frac
• 0.353 — Mux area share
• sky130_fd_sc_hd__dfxtp_1 — largest area contributor in the synthesized netlist
• 0.588 — sequential fraction of the synthesis area
• 170 um^2 — Synth Cell Area
• 11 — synthesized instance count
• 0 — share of flip-flops with an asynchronous set or reset
• multiplexers — dominant non-sequential cell family after synthesis
• 1 — Yosys Warn Count
• sky130_fd_sc_hd__dfxtp_1 — Dominant Register Cell
• 0.0368 — Simple-Gate Area Share
• sky130_fd_sc_hd__dfxtp_1, sky130_fd_sc_hd__mux2_4, sky130_fd_sc_hd__nand2_2 — largest cells by area after synthesis
• sky130_fd_sc_hd__dfxtp_1, sky130_fd_sc_hd__mux2_4, sky130_fd_sc_hd__inv_1, sky130_fd_sc_hd__nand2_2 — most numerous cell types in the synthesized netlist
• 0 — fraction of the mapped netlist area in adder cells
• 0 — area share of xor/xnor cells in the synthesized design
• 11 — total cells reported by yosys after synthesis
• sky130_fd_sc_hd__dfxtp_1 — most numerous cell in the Yosys netlist
• 4 — number of distinct library cell variants in the gate-level netlist after synthesis
• 5 — count of state elements after synthesis
• 0 — number of synthesized flops with an enable pin
• 0.588 — share of Yosys cell area claimed by the top area cell type

## Final timing
• no — setup repair after global routing missed its margin
• 0.514 ns — final hold slack
• 0.897 — Slew Limit Headroom
• 700 MHz — Achievable Freq
• 0.371 ns — post-layout worst setup margin
• 0 — Setup-failing EPs final
• 0 ns — final total negative setup slack
• 0 — final hold viol count
• 1.43 ns — shortest period the worst path allows
• 0.794 — final clock period utilization by the worst path
• 0.00424 ns — clk_skew
• 0.154 ns — pin slew with the least headroom to its limit
• 0 — final-report max-slew violation count

## Pwr
• 0.251 mW — internal power
• 764 nW/um^2 — power density of the placed cells
• 135 uV — worst-case vdd ir drop
• 0.401 — Reg power frac
• 0.161 nW — static leakage power
• 0.0576 mW — switching pwr
• 0.411 — share of total power in the clock network
• 0.187 — power share of the combinational group
• 0.186 — Sw Share

## Floorplanning
• 80 um — width of the die
• 80 um — floorplan die height
• 6400 um^2 — overall die area
• 21 — Std-Cell Rows
• 0.0498 — initial core utilization
• 16 — top-level I/O count
• 3420 um^2 — area of the core

## Hold path
• 1 — depth of the worst hold-timing path
• select — end point of the most critical hold path
• select — Hold Crit Start
• reg -> reg — type of the most critical hold path

## Routing
• 1.82 — routed vias/inst
• 7.36 um — wire per inst
• 0 — number of remaining DRC errors
• 138 — count of vias placed by the detailed router
• 559 um — wirelength, routed
• 0 — number of routed nets with antenna violations
• 0 — initial detailed-routing violation count
• 0 — number of antenna repair diodes
• 1 — iteration count of the initial detailed-routing pass

## Critical path
• 1.44 ns — Data required, critical path
• 0.48 ns — critical path's largest stage delay
• select — launching instance or port of the critical path
• sky130_fd_sc_hd__clkdlybuf4s50_1 — master of the slowest instance on the critical path
• 3 — Critical Path Fanout Max
• buffers and inverters — cell family with most CP delay
• 1.07 ns — data arrival time at the worst-slack endpoint
• reg -> out — Critical Setup Path Class
• 0.89 ns — worst setup slack for register-to-register paths
• register — sort of element at the start of the critical path
• clkdlybuf4s50_1 — cells traversed along the worst timing path
• select — critical register-to-register path startpoint
• s[1] — r2r endpoint
• 1 — CP bufs+invs
• 2 — Register-to-Register Path Depth
• output port — capturing element type of the critical path

## Global route
• 786 um — global-route wire length before repair
• 0.0160 — GRT Overall Usage
• 174 — number of global-route vias before repair
• 6 — maximum number of pins on one net before global-route repair
• 0 — antenna violations before repair
• 0 — total congestion overflow

## Finish
• 138% — Area growth, synth to finish
• 0.118 — post-layout utilization of the core
• 405 — number of fill cells
• 0.267 — share of layout cells above drive strength 1

## Run
• 0 — total of max-cap violations
• 25 — number of OpenROAD warnings

## Clocking
• yes — clock tree from TritonCTS
• 5 — clock sink total
• 0 — cts repair resizes
• 0 — setup repair bufs after CTS
• 0.04 ns — clock transition time at the flip-flop clock pins of the worst setup and hold paths
• 1 — depth of the CTS H-tree
• 0 — hold buffers post-CTS
• sky130_fd_sc_hd__clkbuf_4 — root cell of the clock tree
• 0.24 ns — Latency at later pin
• 3 — number of buffers created by CTS
• 2 — buffer depth of the longest clock path

## Place
• 0.593 — GPL Wtd Cong
• 15 — port bufs
• 0.405 ns — Post-Place Worst Slack

## Run status
• complete, no violations — outcome

[sequential cells by signal (all words and copies together), names as in the netlist]
| signal | cells |
|---|---|
| select | 1 |
| s | 4 |
[cells by family (layout without fill, tap and decap cells)]
group / count (synthesis) / after routing
DFF: 5 / 5
muxes: 4 / 4
buffers and inverters: 1 / 20
and+or+nand+nor: 1 / 1
[power groups by stage]
| stage | clock network (mW) | registers, mW | logic [mW] |
|---|---|---|---|
| final | 0.127 | 0.124 | 0.0578 |
| after global routing | 0.134 | 0.125 | 0.0626 |
| after CTS | 0.135 | 0.124 | 0.0598 |
[layout make-up]
cell class	instances	area [um^2]	share of cell area
timing repair buffer	15	150	0.372
sequential	5	100	0.248
multi-input combinational	5	66.3	0.164
tap	46	57.6	0.142
clock buffer	4	26.3	0.0650
inverter	1	3.75	0.00929
[through the flow]
stage	power [mW]	cell area [um^2]	instances
after detailed placement	0.186	378	72
after CTS	0.319	404	76
after global routing	0.321	404	76
final	0.309	404	76
after floorplan	0.140	170	11
after global placement	0.185	378	72
[worst register-to-register path, stage by stage, from the launching register on]
cell	delay, ns
sky130_fd_sc_hd__dfxtp_1	0.35
sky130_fd_sc_hd__nand2_2	0.12
sky130_fd_sc_hd__mux2_4	0.31
[layout by cell type, fill, tap and decap left out]
| master | n |
|---|---|
| sky130_fd_sc_hd__clkdlybuf4s50_1 | 15 |
| sky130_fd_sc_hd__dfxtp_1 | 5 |
| sky130_fd_sc_hd__mux2_4 | 4 |
| sky130_fd_sc_hd__clkbuf_4 | 3 |
| sky130_fd_sc_hd__nand2_2 | 1 |
| sky130_fd_sc_hd__inv_1 | 1 |
| sky130_fd_sc_hd__clkbuf_1 | 1 |
[metal layers]
metal  up-vias  global-route usage  wire, um
met1        49              0.0233       332
met2        14              0.0161       160
li1         73                   -         -
met4         0              0.0141        27
met5         -                   0         0
met3         2             0.00682        39
[worst max-delay path by stage]
| stage | end | slack, ns | cells past startpoint |
|---|---|---|---|
| 4_1_cts | select | 0.34 | 1 |
| 5_1_grt | select | 0.34 | 1 |
| 6_report | select | 0.37 | 1 |
No activity file was given, so power comes from the tool's default toggle rates.
