--- ./design.v ---
module kpad_decoder (
	input logic 		  clk,
	input logic 		  reset,
	input logic 	[3:0] col,
	input logic 	[3:0] row,
	input logic 		  enable, 
	output logic 	[3:0] s1,
	output logic 	[3:0] s2
	);
	logic [3:0] next_number;
	always_ff @(posedge clk, negedge reset) begin
		if (reset == 0) begin
			s1 <= 4'b0000;
			s2 <= 4'b0000;
		end
		else if (enable) begin		 
			s1 <= next_number;
			s2 <= s1;
		end
	end
    always_comb
        case({row, col})
			{4'b0001, 4'b0001}: next_number = 4'b0001;		 
			{4'b0001, 4'b0010}: next_number = 4'b0010;		 
			{4'b0001, 4'b0100}: next_number = 4'b0011;		 
			{4'b0001, 4'b1000}: next_number = 4'b1010;		 
			{4'b0010, 4'b0001}: next_number = 4'b0100;		 
			{4'b0010, 4'b0010}: next_number = 4'b0101;
			{4'b0010, 4'b0100}: next_number = 4'b0110;
			{4'b0010, 4'b1000}: next_number = 4'b1011;
			{4'b0100, 4'b0001}: next_number = 4'b0111;		 
			{4'b0100, 4'b0010}: next_number = 4'b1000;
			{4'b0100, 4'b0100}: next_number = 4'b1001;
			{4'b0100, 4'b1000}: next_number = 4'b1100;
			{4'b1000, 4'b0001}: next_number = 4'b1110;		 
			{4'b1000, 4'b0010}: next_number = 4'b0000;
			{4'b1000, 4'b0100}: next_number = 4'b1111;
			{4'b1000, 4'b1000}: next_number = 4'b1101;
            default: next_number = 4'b0000;
        endcase
endmodule
--- ./run.sh ---
#!/bin/bash
# OpenROAD 26Q1-2900-gdf79404cd8, Yosys 0.63+post, stock flow scripts
make -C /OpenROAD-flow-scripts/flow DESIGN_CONFIG=/design/flow/config.mk WORK_HOME=/design/flow/orfs finish
--- ./config.mk ---
export PLATFORM = sky130hd
export DESIGN_NAME = kpad_decoder
export DESIGN_NICKNAME = kpad_decoder
export VERILOG_FILES = /design/flow/design.v
export SDC_FILE = /design/flow/constraint.sdc
export NUM_CORES = 4
export LEC_CHECK = 1
export CORE_AREA = 10 10 70 70
export DIE_AREA = 0 0 80 80
--- ./constraint.sdc ---
current_design kpad_decoder

set clk_period 1.2
set clk_io_pct 0.2

create_clock -name clk0 -period $clk_period [get_ports {clk}]

set non_clock_inputs [all_inputs -no_clocks]
set_input_delay [expr $clk_period * $clk_io_pct] -clock clk0 $non_clock_inputs
set_output_delay [expr $clk_period * $clk_io_pct] -clock clk0 [all_outputs]
==> flow_metrics.tcl <==
# collected from the flow reports
set metrics [dict create \
    r2r-start "s1[2]" \
    worstPathRequired_ps 1330 \
    cp.arrival_ps 1260 \
    insertion_delay_ps 240 \
    diodes 0 \
    powerDensity_nw_per_um2 694 \
    gr-total-overflow 0 \
    dp_hpwl_um 1590 \
    cp_cell_sequence "clkdlybuf4s50_1, buf_4, nand2_1, o32a_1" \
    coreArea_um2 3420 \
    place.gp.congestion 0.926 \
    critPathTopFamily "buffers and inverters" \
    ys_sh_xor_pct 8.32 \
    clockBufferDepth 2 \
    synthAoiAreaFrac_pct 17.0 \
    slew_violations 0 \
    track_usage_pct 6.77 \
    wire_per_inst_um 13.7 \
    warnings 25 \
    ys.flops 8 \
    cap_violations 0 \
    endpoint_kind "register" \
    comb_power_share_pct 37.8 \
    antenna_found_initial 0 \
    drt.antenna.violating_nets 0 \
    dp_slack_ps -617 \
    cts-root-buf "clkbuf_4" \
    syn_avg_cell_area_um2 9.50 \
    skew_ps 0.0588 \
    finalHoldViolations 0 \
    worst_slack_ps 61.7 \
    rsz0062_at_grt "false" \
    p_leak_nw 0.510 \
    clkPwrFrac_pct 23.8 \
    dp_cells 149 \
    rrSetupSlack_ps 300 \
    numPortBuffers 18 \
    num_vias 753 \
    finalCriticalPeriod_ps 1140 \
    peakVddDrop_v 0.000348 \
    setup_viol 0 \
    synth_chip_area_um2 722 \
    yosysUniqueCellTypes 35 \
    crit_end "s1[0]" \
    timing.critical_path.from "enable" \
    worstHoldPathType "in -> async" \
    synth-simple-area-share_pct 31.0 \
    drtPass1Iterations 4 \
    drc 0 \
    outcome "complete, no violations" \
    htree_levels 1 \
    cts_tree "done" \
    ios 19 \
    r2r_cells 2 \
    ys_cells 76 \
    ys_sh_adder_pct 0 \
    final_cells 161 \
    ctsHoldBuffers 0 \
    switching_power_mw 0.225 \
    place_area_um2 1030 \
    areaGrowthSynthToFinish_pct 61.2 \
    swShare_pct 27.9 \
    fin_util_pct 34.1 \
    synthCells 76 \
    clock_sinks 8 \
    clkTransAtPathRegs_ps 50 \
    crit_path_start_kind "primary input" \
    p_int_mw 0.582 \
    max_stage_delay_ps 450 \
    worst_pin_slew_ps 360 \
    fin_setup_tns_ps 0 \
    synth_area_um2 722 \
    grt_max_degree 12 \
    crit_path_top_delay_cell "clkdlybuf4s50_1" \
    crit_type "in -> reg" \
    slew_headroom_pct 75.9 \
    vias_per_cell 4.68 \
    routed_wl_um 2210 \
    numCtsBuffers 3 \
    fp-utilization_pct 21.1 \
    chipHeight_um 80 \
    synth_warnings 1 \
    r2r_end "s2[2]" \
    die_w_um 80 \
    power_mw 0.807 \
    drtIter0Drc 104 \
    logic_family "simple AND/OR/NAND/NOR gates" \
    die-area_um2 6400 \
    path_buffers 2 \
    design_area_um2 1160 \
    seq_area_frac_synth_pct 27.7 \
    grt_pass1_vias 764 \
    critical_path_depth 4 \
    cp_max_fo 11 \
    whs_ps 273 \
    post-route-period-util_pct 94.9 \
    row_count 21 \
    yosys-mux-area-fraction_pct 6.24 \
    pwr-share-seq_pct 38.4 \
    drive_above_1_share_pct 50.4 \
    grt_pass1_wl_um 3720 \
    fmax_ghz 0.879 \
]
[cell type report]
class	instances	area (um2)
Tap cell	46	57.6
Inverter	2	7.51
Sequential cell	8	200
Fill cell	339	2250
Timing Repair Buffer	45	347
Multi-Input combinational cell	57	529
Clock buffer	3	22.5
[placed cells by master (no fill, tap or decap), types with 2 or more instances in the layout]
cell,Yosys,layout
nand3_1,2,2
o32a_1,2,2
clkbuf_4,0,3
a32oi_2,0,2
nor2_1,6,5
buf_2,2,7
dfrtp_1,8,8
clkbuf_2,0,3
nand2_1,3,3
nand4_1,4,4
dlygate4sd2_1,0,8
inv_1,2,2
nand4b_1,3,3
nor4b_4,0,2
mux2_2,4,4
o22a_1,2,2
buf_4,5,20
buf_6,1,5
clkdlybuf4s50_1,0,2
xor2_1,4,4
a21oi_1,2,2
[metal layers]
layer / up-vias / wire length [um] / share of wire (%) / GRT usage (%)
li1: 370 / - / - / -
met4: 0 / 45 / 2.0 / 1.23
met2: 24 / 1080 / 49 / 11.4
met3: 4 / 137 / 6.2 / 1.14
met1: 355 / 944 / 43 / 8.91
met5: - / 0 / 0 / 0
[cells in the mapped netlist]
cell	n	area, um2
a21oi_1	2	10.0
a311oi_1	1	8.76
a32oi_1	3	26.3
and2b_4	1	10.0
and4bb_1	1	12.5
and4bb_2	1	12.5
buf_2	2	10.0
buf_4	5	37.5
buf_6	1	11.3
clkbuf_1	1	3.75
dfrtp_1	8	200
inv_1	2	7.51
mux2_2	4	45.0
nand2_1	3	11.3
nand3_1	2	10.0
nand4_1	4	25.0
nand4b_1	3	26.3
nor2_1	6	22.5
nor2b_1	2	12.5
nor3_1	2	10.0
nor3b_2	1	12.5
nor4_1	1	6.26
nor4b_2	2	30.0
nor4bb_1	1	10.0
o211ai_2	1	12.5
o21ai_0	1	5.00
o21ai_1	1	5.00
o22a_1	2	17.5
o32a_1	2	20.0
o41ai_1	2	17.5
or2_1	1	6.26
or3_1	1	6.26
xnor2_1	1	8.76
xor2_1	4	35.0
xor2_2	1	16.3
[state kept, by name, summed over array words and instances (netlist names)]
register / flops
s2: 4
s1: 4
[what timing repair did]
action	4_1_cts	5_1_grt
setup endpoints to repair	12	4
hold endpoints to repair	0	0
resized	37	20
setup buffers	7	0
gates cloned	1	1
pin swaps	11	5
[power by group through the flow]
stage     Combinational, mW  Sequential, mW  Clock, mW
6_report              0.305           0.310      0.192
5_1_grt               0.332           0.315      0.223
4_1_cts               0.289           0.310      0.208
[cells by family after synthesis]
| kind of cell | Yosys count |
|---|---|
| AND-OR/OR-AND | 15 |
| buffers and inverters | 11 |
| multiplexers | 4 |
| XOR/XNOR | 6 |
| AND/OR/NAND/NOR | 32 |
| flip-flops | 8 |
[how the worst min path moves through the flow]
stage / end / slack (ps) / cells past startpoint
4_1_cts: s2[3] / 280 / 1
5_1_grt: s2[3] / 280 / 1
6_report: s2[3] / 270 / 1
Power and IR drop assume default switching activity.
