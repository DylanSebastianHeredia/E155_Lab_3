--- ./design.v ---
module kpad_fsm (
	input logic			  clk,
	input logic			  reset, 
	input logic		[3:0] col, 
	output logic	[3:0] row,
	output logic 	[3:0] row_pressed, 
	output logic 		  enable
	);
	typedef enum logic [4:0] {	 
		r0, r1, r2, r3,			 
		p0, p1, p2, p3,			 
		s0, s1, s2, s3,			 
		e0, e1, e2, e3,			 
		w0, w1, w2, w3			 
	} state_t;
	state_t state, next_state;
	always_ff @(posedge clk, negedge reset) begin
		if (reset == 0) begin
			state <= r0;		 
		end
		else begin
			state <= next_state;
		end
	end
	logic press;
	assign press = col[0] ^ col[1] ^ col[2] ^ col[3];
	logic [3:0] first_col;
	always_ff @(posedge clk) begin
		if(reset == 0) begin
			first_col <= 4'b0000;
		end
		else if (enable) begin
			first_col <= col;
		end
	end
	logic oneCol;
	assign oneCol = (col & first_col) != 4'b0000;
	always_comb
		case(state)
			r0: begin
					if (press == 1) next_state = p0;  
					else next_state = r1;		
				end
			r1: begin
					if (press == 1) next_state = p1;
					else next_state = r2;
				end
			r2: begin
					if (press == 1) next_state = p2;
					else next_state = r3;
				end
			r3: begin
					if (press == 1) next_state = p3;
					else next_state = r0;
				end
			p2: next_state = s2;		 
			s2: next_state = e2; 		 
			e2: next_state = w2;		 
			w2: begin
					if (oneCol) next_state = w2;
					else next_state = r2;
				end
			p3: next_state = s3;
			s3: next_state = e3;
			e3: next_state = w3;
			w3: begin
					if (oneCol) next_state = w3;
					else next_state = r3;
				end
			p0: next_state = s0;
			s0: next_state = e0;
			e0: next_state = w0;
			w0: begin
					if (oneCol) next_state = w0;
					else next_state = r0;
				end
			p1: next_state = s1;
			s1: next_state = e1;
			e1: next_state = w1;
			w1: begin
					if (oneCol) next_state = w1;
					else next_state = r1;
				end
			default: next_state = r0;	 
		endcase
	always_comb begin
		if 		((state == r0) || (state == p2) || (state == s2) || (state == e2) || (state == w2)) row = 4'b0100; 	 
		else if ((state == r1) || (state == p3) || (state == s3) || (state == e3) || (state == w3)) row = 4'b1000;	
		else if ((state == r2) || (state == p0) || (state == s0) || (state == e0) || (state == w0)) row = 4'b0001;
		else if ((state == r3) || (state == p1) || (state == s1) || (state == e1) || (state == w1)) row = 4'b0010;
		else row = 4'b0001;
	end
	assign row_pressed = row;
	assign enable = (state == e0) | (state == e1) | (state == e2) | (state == e3);	 
endmodule
--- ./run.sh ---
#!/bin/bash
# OpenROAD 26Q1-2900-gdf79404cd8, Yosys 0.63+post, stock flow scripts
make -C /OpenROAD-flow-scripts/flow DESIGN_CONFIG=/design/flow/config.mk WORK_HOME=/design/flow/orfs finish
--- ./config.mk ---
export PLATFORM = sky130hd
export DESIGN_NAME = kpad_fsm
export DESIGN_NICKNAME = kpad_fsm
export VERILOG_FILES = /design/flow/design.v
export SDC_FILE = /design/flow/constraint.sdc
export NUM_CORES = 4
export LEC_CHECK = 1
export CORE_AREA = 10 10 103 103
export DIE_AREA = 0 0 113 113
--- ./constraint.sdc ---
current_design kpad_fsm

set clk_period 3.1
set clk_io_pct 0.2

create_clock -name clk0 -period $clk_period [get_ports {clk}]

set non_clock_inputs [all_inputs -no_clocks]
set_input_delay [expr $clk_period * $clk_io_pct] -clock clk0 $non_clock_inputs
set_output_delay [expr $clk_period * $clk_io_pct] -clock clk0 [all_outputs]
==> impl_results.html <==
<p>Metrics extracted from the flow reports.</p>
<table>
<tr><th>Metric</th><th>Value</th></tr>
<tr><th colspan="2">Routing</th></tr>
<tr><td>Vias</td><td>565</td></tr>
<tr><td>Number of nets with antenna violations after detailed routing</td><td>0</td></tr>
<tr><td>Wirelength, routed</td><td>1.85 mm</td></tr>
<tr><td>Post-detailed-route wirelength per cell</td><td>9.76 um</td></tr>
<tr><td>Drc violations</td><td>0</td></tr>
<tr><td>Detailed-route wire length on metal 1</td><td>950 um</td></tr>
<tr><td>Uppermost layer routed</td><td>met4</td></tr>
<tr><td>Vias per cell</td><td>2.97</td></tr>
<tr><td>Met2 wirelength from detailed routing</td><td>615 um</td></tr>
<tr><td>Initial detailed-routing violation count</td><td>10</td></tr>
<tr><td>Ant diodes</td><td>0</td></tr>
<tr><td>Wire length on met3</td><td>278 um</td></tr>
<tr><td>Drt pass-1 iters</td><td>4</td></tr>
<tr><th colspan="2">CTS</th></tr>
<tr><td>Worst skew pair latency</td><td>260 ps</td></tr>
<tr><td>Total clock buffers created by CTS</td><td>3</td></tr>
<tr><td>Master cell of the clock root buffer</td><td>sky130_fd_sc_hd__clkbuf_8</td></tr>
<tr><td>Clock-pin slew of the registers on the worst-case setup and hold paths</td><td>80 ps</td></tr>
<tr><td>CTS tree</td><td>built</td></tr>
<tr><td>CTS hold repair buffers</td><td>0</td></tr>
<tr><td>Post-CTS sizing</td><td>0</td></tr>
<tr><td>TritonCTS Sinks</td><td>24</td></tr>
<tr><td>Buffers inserted during post-CTS setup optimization</td><td>0</td></tr>
<tr><td>Maximum level of the CTS H-tree</td><td>1</td></tr>
<tr><td>Clock tree buffer depth</td><td>2</td></tr>
<tr><th colspan="2">Die</th></tr>
<tr><td>Die ar.</td><td>0.0128 mm^2</td></tr>
<tr><td>Area of the placeable core</td><td>0.00830 mm^2</td></tr>
<tr><td>Floorplan row count</td><td>33</td></tr>
<tr><td>Initial Util</td><td>11.1%</td></tr>
<tr><td>Die X</td><td>113 um</td></tr>
<tr><td>Die y size</td><td>113 um</td></tr>
<tr><td>IO Pins</td><td>15</td></tr>
<tr><th colspan="2">STA</th></tr>
<tr><td>Fin Setup TNS</td><td>0 ps</td></tr>
<tr><td>Unrepaired setup endpoints after global routing</td><td>no</td></tr>
<tr><td>Final Hold Vio Count</td><td>0</td></tr>
<tr><td>Final period demand of the worst path</td><td>2760 ps</td></tr>
<tr><td>Normalized max-slew margin</td><td>65.4%</td></tr>
<tr><td>Post-Route Hold Slack</td><td>372 ps</td></tr>
<tr><td>Clk_skew</td><td>4.90 ps</td></tr>
<tr><td>Tightest Pin Transition</td><td>515 ps</td></tr>
<tr><td>Final setup violation count</td><td>0</td></tr>
<tr><td>Count of final max-slew check failures</td><td>0</td></tr>
<tr><td>Max Clk Rate</td><td>362 MHz</td></tr>
<tr><td>Post-route clock period utilization</td><td>89.0%</td></tr>
<tr><th colspan="2">Critical path</th></tr>
<tr><td>Critical path data required time</td><td>2480 ps</td></tr>
<tr><td>Worst endpoint data arrival time</td><td>2140 ps</td></tr>
<tr><td>Worst-path fanout max</td><td>3</td></tr>
<tr><td>Type of element capturing the critical path</td><td>output pin</td></tr>
<tr><td>Type of the worst setup path</td><td>reg -&gt; out</td></tr>
<tr><td>Startpoint type of the worst setup path</td><td>flip-flop</td></tr>
<tr><th colspan="2">Run</th></tr>
<tr><td>Max Cap Viol</td><td>0</td></tr>
<tr><td>Number of warnings in the stage logs</td><td>25</td></tr>
<tr><th colspan="2">Placement</th></tr>
<tr><td>Tally of buffers added on design ports</td><td>14</td></tr>
<tr><td>Cell total after placement</td><td>186</td></tr>
<tr><td>HPWL after DPL</td><td>1.43 mm</td></tr>
<tr><td>Placer congestion estimate</td><td>0.794</td></tr>
<tr><th colspan="2">Yosys</th></tr>
<tr><td>Warning count from the yosys run</td><td>1</td></tr>
<tr><td>Post-Synthesis Cell Area</td><td>920 um^2</td></tr>
<tr><td>Post-synth tally of flip-flops with integrated enable</td><td>0</td></tr>
<tr><td>Area share of the leading cell type in the synthesized netlist</td><td>51.7%</td></tr>
<tr><td>Proportion of synthesized flip-flops having asynchronous set or reset</td><td>83.3%</td></tr>
<tr><td>Post-synth regs</td><td>24</td></tr>
<tr><td>Post-synthesis cell type with the largest instance count</td><td>sky130_fd_sc_hd__dfrtp_1</td></tr>
<tr><td>Gate count of the mapped netlist</td><td>70</td></tr>
<tr><td>Syn avg cell area</td><td>13.1 um^2</td></tr>
<tr><td>Number of distinct library cell variants in the gate-level netlist after synthesis</td><td>22</td></tr>
<tr><td>Top cell type by total area after synthesis</td><td>sky130_fd_sc_hd__dfrtp_1</td></tr>
<tr><td>Main synth FF type</td><td>sky130_fd_sc_hd__dfrtp_1</td></tr>
<tr><td>Yosys cell count</td><td>70</td></tr>
<tr><td>Total cell area reported by yosys after synthesis</td><td>920 um^2</td></tr>
<tr><td>Cell types occupying the most area after synthesis</td><td>sky130_fd_sc_hd__dfrtp_1 52%, sky130_fd_sc_hd__dfxtp_1 8.7%, sky130_fd_sc_hd__mux2i_1 4.4%, sky130_fd_sc_hd__a22o_1 3.8%, sky130_fd_sc_hd__and2_1 3.4%</td></tr>
<tr><td>Top cells by instance count after synthesis</td><td>19 x sky130_fd_sc_hd__dfrtp_1, 5 x sky130_fd_sc_hd__and2_1</td></tr>
<tr><td>Post-synthesis sequential area ratio</td><td>63.3%</td></tr>
<tr><th colspan="2">Power</th></tr>
<tr><td>Clock share of power</td><td>44.0%</td></tr>
<tr><td>Internal cell power</td><td>0.000496 W</td></tr>
<tr><td>Worst IR Drop VDD</td><td>0.212 mV</td></tr>
<tr><td>Comb power frac</td><td>4.6%</td></tr>
<tr><td>Net switching power of the design</td><td>0.000112 W</td></tr>
<tr><td>Leakage power</td><td>0.588 nW</td></tr>
<tr><td>Relative contribution of sequential cells to total power</td><td>51.4%</td></tr>
<tr><td>Overall Power</td><td>0.000607 W</td></tr>
<tr><td>Power density normalized to cell area</td><td>490 mW/mm^2</td></tr>
<tr><td>Switching Fraction</td><td>18.4%</td></tr>
<tr><th colspan="2">Global route</th></tr>
<tr><td>Global route overflow</td><td>0</td></tr>
<tr><td>Initial antenna violation count</td><td>0</td></tr>
<tr><td>Aggregate global-route resource usage</td><td>3.04%</td></tr>
<tr><td>Via count of the first global-routing pass</td><td>617</td></tr>
<tr><td>Maximum number of pins on one net before global-route repair</td><td>25</td></tr>
<tr><td>First-pass GRT wire length</td><td>3.19 mm</td></tr>
<tr><th colspan="2">Finish</th></tr>
<tr><td>Fin cells</td><td>190</td></tr>
<tr><td>Layout cells sized above 1</td><td>9.41%</td></tr>
<tr><td>Layout-stage area growth over the synthesis result</td><td>34.8%</td></tr>
<tr><th colspan="2">Run status</th></tr>
<tr><td>Result of the run</td><td>completed</td></tr>
<tr><th colspan="2">Worst hold path</th></tr>
<tr><td>Worst min-delay path category</td><td>reg -&gt; reg</td></tr>
</table>
==> layout by cell type, fill, tap and decap left out, drive strengths merged <==
| master | synthesis | final |
|---|---|---|
| xor2 | 2 | 2 |
| buf | 4 | 1 |
| dfxtp | 4 | 4 |
| nand2 | 2 | 2 |
| and2 | 5 | 5 |
| clkdlybuf4s50 | 0 | 14 |
| dfrtp | 19 | 19 |
| nor3 | 2 | 2 |
| nor4 | 2 | 2 |
| mux2i | 4 | 4 |
| inv | 1 | 1 |
| xnor2 | 2 | 2 |
| o211ai | 1 | 1 |
| nor2 | 4 | 4 |
| dfstp | 1 | 1 |
| bufinv | 0 | 1 |
| clkbuf | 0 | 3 |
| a22o | 4 | 4 |
| and3b | 1 | 1 |
| a21o | 4 | 4 |
| or4 | 2 | 2 |
| a22oi | 2 | 2 |
| nor2b | 4 | 4 |
==> routing by layer <==
layer  up-vias  track usage, %
li1        270               -
met1       268            4.46
met2        25            3.57
met3         2            2.19
met4         0           0.169
met5         -               0
==> path summary, 6_finish.rpt <==
| check | end | cells past startpoint | slack (ps) | start |
|---|---|---|---|---|
| min in group asynchronous | state[11]$_DFF_PN0_ | 2 | 700 | reset |
| max | row_pressed[0] | 4 | 340 | state[14]$_DFF_PN0_ |
| max reg2reg | first_col[0]$_SDFFE_PN0P_ | 3 | 1700 | state[4]$_DFF_PN0_ |
| min | state[17]$_DFF_PN0_ | 0 | 370 | state[18]$_DFF_PN0_ |
| max in group asynchronous | state[0]$_DFF_PN1_ | 2 | 2130 | reset |
| min reg2reg | state[17]$_DFF_PN0_ | 0 | 370 | state[18]$_DFF_PN0_ |
==> power groups by stage <==
| stage | clock network (W) | logic [W] | registers, W |
|---|---|---|---|
| 4_1_cts | 0.000276 | 0.0000287 | 0.000312 |
| 5_1_grt | 0.000291 | 0.0000312 | 0.000312 |
| 6_report | 0.000267 | 0.0000282 | 0.000312 |
==> registers in the layout, indices dropped and copies added, names as in the netlist <==
signal	cells
state	20
first_col	4
==> worst max-delay path, cell delays in order (launching register included) <==
cell	delay, ps
sky130_fd_sc_hd__dfrtp_1	430
sky130_fd_sc_hd__or4_1	500
sky130_fd_sc_hd__o211ai_1	260
sky130_fd_sc_hd__and3b_1	220
sky130_fd_sc_hd__clkdlybuf4s50_1	470
==> through the flow <==
stage,setup WS (ps),utilization (%),cell area (um^2)
2_1_floorplan,1160,-,920
3_3_place_gp,665,14.1,1170
3_5_place_dp,623,14.1,1170
4_1_cts,326,14.9,1240
5_1_grt,201,14.9,1240
6_report,341,14.9,1240
==> layout make-up <==
cell class / count / area, um^2
clock buffers: 3 / 41.3
clock inverters: 1 / 30.0
fillers: 909 / 7060
inverters: 1 / 3.75
multi-input cells: 41 / 304
flip-flops and latches: 24 / 582
well taps: 105 / 131
repair buffers: 15 / 148
==> cells by family after synthesis <==
logic type | after synthesis | synth area share [%]
xor+xnor | 4 | 3.81
buf+inv | 5 | 3.67
flops | 24 | 63.3
compound gates | 11 | 9.66
mux | 4 | 4.35
simple gates | 22 | 15.2
Power is estimated from default activity; no workload was simulated.
